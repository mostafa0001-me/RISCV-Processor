==> ./design.v <==
module InstMem (input [5:0] addr, output [31:0] data_out);
 reg [31:0] mem [0:63];
 assign data_out = mem[addr];
 initial begin
        mem[0]=32'h00000083; 
        mem[1]=32'h00100103 ;                               
        mem[2]=32'h002081b3 ;                               
        mem[3]=32'h40218233 ;                                
        mem[4]=32'h002212b3 ;                               
        mem[5]=32'h0012a333 ;                               
        mem[6]=32'h002333b3;
        mem[7]=32'h0063c433;
        mem[8]=32'h100073;
        mem[9]=32'h0000000f;
        mem[10]=32'h007454b3;
        mem[11]=32'h4020d533;
        mem[12]=32'h0024e5b3;
        mem[13]=32'h00b57633;
        mem[14]=32'h00000073;
        mem[15]=32'h002086b3;
        mem[16]=32'h40208733;
        mem[17]=32'h00508793;
   end
endmodule
==> ./run.sh <==
#!/bin/bash
# OpenROAD 26Q1-2900-gdf79404cd8, Yosys 0.63+post, stock flow scripts
make -C /OpenROAD-flow-scripts/flow DESIGN_CONFIG=/design/flow/config.mk WORK_HOME=/design/flow/orfs finish
==> ./config.mk <==
export PLATFORM = sky130hd
export DESIGN_NAME = InstMem
export DESIGN_NICKNAME = InstMem
export VERILOG_FILES = /design/flow/design.v
export SDC_FILE = /design/flow/constraint.sdc
export NUM_CORES = 4
export LEC_CHECK = 1
export CORE_AREA = 10 10 70 70
export DIE_AREA = 0 0 80 80
==> ./constraint.sdc <==
current_design InstMem

set clk_period 2.1
set clk_io_pct 0.2

create_clock -name clk0 -period $clk_period

set non_clock_inputs [all_inputs -no_clocks]
set_input_delay [expr $clk_period * $clk_io_pct] -clock clk0 $non_clock_inputs
set_output_delay [expr $clk_period * $clk_io_pct] -clock clk0 [all_outputs]
==> results.yml <==
# yosys + openroad results
power:
  power.share.combinational: 1.000
  switching_component_of_the_power_uw: 89.23
  peakVddDrop_uv: 91.15
  power.share.switching: 0.4228
  p_leak_uw: 0.0005735
  p_clk_frac: 0
  intPower_uw: 121.8
  seq_power_share: 0
  power_after_layout_uw: 211.0
  powerDensity_nw_per_um2: 178.3
placed_design:
  numPortBuffers: 26
  dpl_worst_slack_ps: -553.4
  place.detailed.hpwl_um: 1738
  numPlacedInstances: 175
  gp_congestion: 0.8756
synthesis:
  synth.top_cell.area_share: 0.1633
  synth_adder_area_share: 0.1633
  yosys_warnings: 1
  ys_sh_aoi: 0.2469
  ys_cells: 86
  xor_area_frac: 0
  post_synth_instance_area_um2: 613.1
  ys_top_cells_by_area: "sky130_fd_sc_hd__ha_1, sky130_fd_sc_hd__buf_4, sky130_fd_sc_hd__a21oi_1"
  yosys_area_um2: 613.1
  synth_sequential_area_ratio: 0
  synth_cell_types: 27
  synthesis.area_per_instance_um2: 7.129
  netlist.top_cell.by_instances: "sky130_fd_sc_hd__buf_4"
  synth.area.mux_share: 0.06531
  post_synth_inst_count: 86
  common_cells: "sky130_fd_sc_hd__buf_4, sky130_fd_sc_hd__a21oi_1, sky130_fd_sc_hd__ha_1, sky130_fd_sc_hd__nor2_1"
  synth_area_leader_cell: "sky130_fd_sc_hd__ha_1"
  synth.cellmix.simpleShare: 0.2612
  netlist_logic_family_top: "simple AND/OR/NAND/NOR gates"
global_route:
  first_global_vias: 792
  globalRouteTotalUtil: 0.06811
  grt_antenna_before_repair: 0
  grt_pass1_wl_um: 3684
  grt.overflow.total: 0
  grt_start_max_net_pins: 12
cells_and_area:
  n_clock_buffer: 0
  area.sequential_um2: 0
  drive_gt1_frac: 0.4351
  fin_cells: 177
  filler_cell_count: 345
  final_core_util: 0.3465
  area_delta_synth_final_pct: 93.06
  design.seq.count: 0
setup_path:
  crit_path_start: "addr[2]"
  critPathBufInv: 3
  slowest_stage: "sky130_fd_sc_hd__clkdlybuf4s50_1"
  timing.setup.critical_path_class: "in -> out"
  cpLargestDelayFamily: "buffers and inverters"
  end_kind: "output pin"
  critical_path_required_ps: 1680
  worst-path-max-fanout: 5
  kind_of_start_point_of_the_critical_path: "input pin"
  cp_data_arrival_time_ps: 1640
  critical_path.cell_chain: "clkdlybuf4s15_2 -> buf_6 -> and2b_2 -> nand2_2 -> a21oi_2 -> clkdlybuf4s50_1"
  max_stage_delay_ps: 480
final_timing:
  unrepaired_setup_endpoints_after_global_routing: "yes"
  final_critical_path_setup_slack_ps: 44.52
  fin_crit_ps: 2055
  timing.final.setup_violations: 0
  fmax_mhz: 486.5
  finalClockPeriodUsage: 0.9788
  final_max_slew_viol_count: 0
  timing.final.hold_violations: 0
  hold-worst-slack_ps: 1258
hold_path:
  holdCritPathClass: "in -> out"
  hp-start: "addr[4]"
detailed_routing:
  drt_pre_antenna_iters: 2
  route.detailed.wl_per_inst_um: 13.34
  wirelength_um: 2361
  drt.antenna.violating_nets: 0
  1st_iter_drt_viols: 22
  post_drt_via_cell_ratio: 4.153
  number_of_design_rule_violations_left_after_detail_routing: 0
  route.antenna.diode_count: 0
  dr_total_vias: 735
floorplan:
  die-height_um: 80
  io_pins: 38
  die-width_um: 80
  floorplan_core_area_um2: 3416
  floorplan.core_util: 0.1795
  floorplan.die_area_um2: 6400
  rows: 21
outcome:
  outcome: "completed"
job:
  stage_log_warnings: 41
  drv.max_cap_violation_count: 0
cts:
  cts-hold-fix-buffers: 0
==> final timing paths <==
| path | end | slack (ps) | cells past startpoint |
|---|---|---|---|
| setup / recovery | data_out[12] | 40 | 6 |
| hold / removal | data_out[14] | 1260 | 3 |
==> metrics by stage <==
stage	cell area, µm²	TNS [ps]
global route	1184	-6.719
floorplan	646.9	0
global placement	1022	-9189
CTS	1135	-9.989
finish	1184	0
detailed placement	1022	-9176
==> tightest hold or removal path, cell delays in order <==
cell and delay, ps:
sky130_fd_sc_hd__clkbuf_2 130, sky130_fd_sc_hd__nor2_1 50, sky130_fd_sc_hd__dlygate4sd2_1 230
==> cell families (layout without fill, tap and decap cells) <==
family / after synthesis / in the layout
fa+ha+maj: 8 / 8
simple gates: 30 / 30
compound gates: 21 / 21
mux: 4 / 4
buf+inv: 21 / 57
other cells: 2 / 11
==> per-layer routing <==
layer	wire (µm)	part of all wire	GRT usage	vias to the layer above
li1	-	-	-	364
met4	0	0	0	0
met3	54	0.023	0.006818	0
met2	1172	0.50	0.1268	19
met5	0	0	0	-
met1	1133	0.48	0.08635	352
==> power by group through the flow <==
| stage | logic (µW) | registers, µW | clock network, µW |
|---|---|---|---|
| 6_report | 211 | 0 | 0 |
| 5_1_grt | 229 | 0 | 0 |
| 4_1_cts | 202 | 0 | 0 |
==> cells in the final DEF, fill, tap and decap left out, types with 4 or more instances in the layout <==
master,synthesis,routed
sky130_fd_sc_hd__buf_4,13,22
sky130_fd_sc_hd__conb_1,2,11
sky130_fd_sc_hd__dlygate4sd2_1,0,10
sky130_fd_sc_hd__clkdlybuf4s50_1,0,8
sky130_fd_sc_hd__a21oi_1,9,7
sky130_fd_sc_hd__nor2_1,8,6
sky130_fd_sc_hd__ha_4,0,5
sky130_fd_sc_hd__nand2_1,6,4
sky130_fd_sc_hd__mux2i_1,4,4
sky130_fd_sc_hd__nor2b_1,6,4
sky130_fd_sc_hd__buf_6,2,4
==> cell type report <==
class / count / area [µm²] / area share
Multi-Input combinational cell: 74 / 615.6 / 0.5201
Timing Repair Buffer: 52 / 489.2 / 0.4133
Tap cell: 46 / 57.56 / 0.04863
Inverter: 5 / 21.27 / 0.01797
==> repair_timing <==
| item | CTS | global route |
|---|---|---|
| gates resized | 55 | 13 |
| gates cloned | 2 | 0 |
| pin swaps | 6 | 3 |
| setup endpoints to repair | 21 | 8 |
| setup buffers | 0 | 1 |
Power figures rest on the tool's default switching activity, not on a simulated workload.
