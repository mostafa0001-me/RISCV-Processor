--- flow/run.sh ---
#!/bin/bash
# OpenROAD 26Q1-2900-gdf79404cd8, Yosys 0.63+post, stock flow scripts
make -C /OpenROAD-flow-scripts/flow DESIGN_CONFIG=/design/flow/config.mk WORK_HOME=/design/flow/orfs finish
--- flow/config.mk ---
export PLATFORM = sky130hd
export DESIGN_NAME = DataMem
export DESIGN_NICKNAME = DataMem
export VERILOG_FILES = /design/flow/design.v
export SDC_FILE = /design/flow/constraint.sdc
export NUM_CORES = 4
export LEC_CHECK = 1
export CORE_UTILIZATION = 30
--- flow/constraint.sdc ---
current_design DataMem

set clk_period 15.5
set clk_io_pct 0.2

create_clock -name clk0 -period $clk_period [get_ports {clk}]

set non_clock_inputs [all_inputs -no_clocks]
set_input_delay [expr $clk_period * $clk_io_pct] -clock clk0 $non_clock_inputs
set_output_delay [expr $clk_period * $clk_io_pct] -clock clk0 [all_outputs]
--- flow/design.v ---
`timescale 1ns / 1ps
module DataMem(input clk, input[2:0] choose ,input MemRead, input MemWrite,input [5:0] addr, input [31:0] data_in, output reg [31:0] data_out);
    reg [7:0] mem [0:150];
        always@ (*) begin
        if(MemRead)
            case(choose)
                3'b000:   data_out = {{24{mem[addr][7]}},mem[addr]};
                3'b001:   data_out = {{16{mem[addr][7]}}, mem[addr], mem[addr+1]};
                3'b010:   data_out = {mem[addr], mem[addr+1], mem[addr+2], mem[addr+3]};
                3'b100:   data_out = {24'b0, mem[addr]};
                3'b101:   data_out = {16'b0, mem[addr], mem[addr+1]};      
                default:  data_out = 32'b0;
            endcase
        else
            data_out = 32'b0;
    end
    always @(posedge(clk)) begin
        if(MemWrite)
                case(choose)
                    3'b000:  mem[addr] = data_in[7:0];   
                    3'b001:  {mem[addr], mem[addr+1]} = data_in[15:0];
                    3'b010:  {mem[addr], mem[addr+1], mem[addr+2], mem[addr+3]} = data_in;
                endcase
    end 
    initial begin
        {mem[0], mem[1], mem[2], mem[3]}=32'd218300416;
        {mem[4], mem[5], mem[6], mem[7]}=32'd9;
        {mem[8], mem[9], mem[10], mem[11]}=32'd25;
    end 
endmodule
==> results.cfg <==
; flow metrics
[power]
ir_worst_vdd_v = 0.0000943
areal_power_density_over_the_cells_mw_per_mm2 = 88.8
static_leak_nw = 28.8

[drt]
drt_pass1_iterations = 7
initialDrtViolationCount = 7512
route.final.wire_length_um = 373000
vias_per_cell = 6.08
routed_wire_length_per_instance_um = 34.3
post-route-drc-count = 0
num_vias = 66052
postRouteAntennaNets = 0

[synth]
synth_warn = 1
synthesized_area_per_cell_um2 = 10.3
post_synth_inst_count = 7440
yosys_area_mm2 = 0.0768
synth_flops = 1000
yosys.area.top_type_share_pct = 39.1
yosysTopAreaCell = sky130_fd_sc_hd__edfxtp_1
synth_cell_types = 82
synth-cells-yosys = 7440
synth.top_cells.by_area = sky130_fd_sc_hd__edfxtp_1 (39%), sky130_fd_sc_hd__mux4_2 (24%), sky130_fd_sc_hd__o21ai_0 (7.2%)
seq_area_frac_synth_pct = 39.1
syn-cell-area_mm2 = 0.0768
yosys_most_used_dff = sky130_fd_sc_hd__edfxtp_1
enable_flop_cells = 1000
asyncSetResetFlopFracSynth_pct = 0

[placement]
dpl.cell_count = 10607
place_hpwl_um = 260000
place_congestion = 1.08
port_buffers = 75
placed_cell_area_mm2 = 0.0816

[sta]
setup_viol = 0
report.final.slew_viol_count = 3
grt_setup_unrepaired = no
fmax_mhz = 80.3
final.setup.tns_ns = 0
worst_pin_slew_ns = 1.60
hold_violations = 0
max_slew_margin_pct = -7.64
fin_crit_ns = 12.46
post-route-period-util_pct = 80.4
whs_ns = 2.81

[cells_and_area]
finalInstanceArea_mm2 = 0.0855
post_route_cells_drive_above_1_share_pct = 19.1
flip_flop_count_of_the_largest_register_all_copies_and_words_added = 1000
finish.utilization_pct = 33.6
final_cell_count_no_fill = 10864
final_common_cell = sky130_fd_sc_hd__nand2_1
area_growth_pct = 11.3
layout_top_cells_excl_fill_tap = sky130_fd_sc_hd__nand2_1 (1366), sky130_fd_sc_hd__o21ai_0 (1102), sky130_fd_sc_hd__edfxtp_1 (1000), sky130_fd_sc_hd__mux4_2 (835), sky130_fd_sc_hd__inv_1 (361)

[setup_path]
timing.critical_path.fanout_max = 18
worst_ep_arrival_time_ns = 9.36
path_class = in -> out
kind_of_end_point_of_the_critical_path = output pin
crit_required_ns = 12.40
worst_setup_path_start_kind = primary input

[clock_tree]
post_cts.repair.setup_buffers = 0
clock-root-buffer = sky130_fd_sc_hd__clkbuf_16
max-clock-path-buffers = 3
cts_inserted_buffers = 117
tritoncts = yes
cts_resized = 0
htreeDepth = 3
cts-hold-fix-buffers = 0
worst_setup_hold_path_clk_slew_ns = 0.06
numClockSinks = 1000

[global_routing]
via_count_of_the_first_global_routing_pass = 62320
grt.overflow.total = 0
grt_antenna_before_repair = 25
grt_first_pass_wirelength_um = 509000
grt_start_max_net_pins = 93
groute.usage.overall_pct = 30.3

[floorplanning]
rows = 185
floorplan.die.height_um = 508
pin_count = 76
core_area_mm2 = 0.254
die_width_um = 508
initial_core_util_pct = 30.2
chipArea_mm2 = 0.258

[job]
warning_count = 32
cap_viol_max_count = 1

[min_path]
hold_class = in -> reg

[outcome]
failed_checks = capacitance limit, slew limit
run_status = complete, but fails checks
==> final timing paths <==
check	depth (start not counted)	slack [ns]	start	end
max	13	3.04	addr[2]	data_out[0]
min	3	2.81	data_in[14]	mem[51][6]
==> stage by stage <==
step                power [W]  setup slack [ns]
finish                0.00759              3.04
global route          0.00779              3.05
CTS                   0.00757              2.96
detailed placement    0.00486              2.97
global placement      0.00485              2.55
floorplan             0.00419              5.59
==> power breakdown <==
part / switching [W] / internal (W) / total, W / leakage [nW]
Sequential: 0.0000508 / 0.00309 / 0.00314 / 9.19
Combinational: 0.00111 / 0.000614 / 0.00172 / 17.9
Clock: 0.00123 / 0.00150 / 0.00273 / 1.78
==> per-layer routing <==
layer,track usage (%),part of all wire [%]
met5,5.13,0.44
met4,16.9,7.2
met3,21.1,18
met2,41.1,42
met1,35.2,33
==> cells by family (layout without fill, tap and decap cells) <==
family	count (synthesis)	in the layout	synth area share (%)
adder cells (fa/ha/maj)	8	8	0.130
XOR/XNOR	21	21	0.269
multiplexers	1041	1041	27.4
flip-flops	1000	1000	39.1
buffers and inverters	1232	953	6.98
other	1	338	0.00488
AND/OR/NAND/NOR	2168	2168	11.7
AND-OR/OR-AND	1969	1969	14.5
==> cell type report <==
cell class                 instances  area, um^2
clock inverter                    75         679
fill                           24691      169000
antenna                           42         105
tap                             3366        4210
clock buffer                     140        3040
sequential                      1000       30000
multi-input combinational       5503       43000
inverter                         371        1390
timing repair buffer             367        2980
==> critical path: stages <==
cell and delay [ns]:
sky130_fd_sc_hd__buf_4 0.31, sky130_fd_sc_hd__ha_1 0.78, sky130_fd_sc_hd__nand4_1 0.43, sky130_fd_sc_hd__xnor2_2 0.80, sky130_fd_sc_hd__buf_4 0.40, sky130_fd_sc_hd__nand2_1 0.38, sky130_fd_sc_hd__buf_4 0.43, sky130_fd_sc_hd__a2111oi_0 1.12
sky130_fd_sc_hd__nor4_1 0.39, sky130_fd_sc_hd__o211ai_1 0.27, sky130_fd_sc_hd__a22oi_1 0.13, sky130_fd_sc_hd__a31oi_1 0.19, sky130_fd_sc_hd__clkdlybuf4s50_1 0.56
==> cells in the mapped netlist (7+ instances only) <==
cell type and instances:
sky130_fd_sc_hd__o22ai_1 30, sky130_fd_sc_hd__buf_2 149, sky130_fd_sc_hd__nor2_1 313, sky130_fd_sc_hd__a211oi_1 20, sky130_fd_sc_hd__mux2_2 8, sky130_fd_sc_hd__clkbuf_1 533
sky130_fd_sc_hd__o21a_1 7, sky130_fd_sc_hd__o221ai_1 7, sky130_fd_sc_hd__o21ai_0 1102, sky130_fd_sc_hd__xor2_1 7, sky130_fd_sc_hd__a22oi_1 19, sky130_fd_sc_hd__a31oi_1 38
sky130_fd_sc_hd__buf_6 37, sky130_fd_sc_hd__inv_2 10, sky130_fd_sc_hd__nand2b_1 11, sky130_fd_sc_hd__buf_12 7, sky130_fd_sc_hd__nand4_1 16, sky130_fd_sc_hd__mux4_1 10
sky130_fd_sc_hd__nor4_1 8, sky130_fd_sc_hd__buf_4 31, sky130_fd_sc_hd__o211ai_1 271, sky130_fd_sc_hd__edfxtp_1 1000, sky130_fd_sc_hd__or2_2 17, sky130_fd_sc_hd__and3_1 10
sky130_fd_sc_hd__inv_1 361, sky130_fd_sc_hd__mux4_2 835, sky130_fd_sc_hd__mux2i_1 188, sky130_fd_sc_hd__ha_1 8, sky130_fd_sc_hd__o21ai_1 213, sky130_fd_sc_hd__nand3_1 331
sky130_fd_sc_hd__buf_1 100, sky130_fd_sc_hd__xnor2_1 11, sky130_fd_sc_hd__a311oi_1 27, sky130_fd_sc_hd__nor3_1 27, sky130_fd_sc_hd__a21oi_1 179, sky130_fd_sc_hd__or3_1 36
sky130_fd_sc_hd__a22o_1 7, sky130_fd_sc_hd__nand2_1 1370
Power is estimated from default activity; no workload was simulated.
