==> design/flow/design.v <==
`timescale 1ns / 1ps
module registerfile#(parameter n = 32)(input write, input[n-1:0] write_data, input[4:0] write_address, input[4:0] read_address1, input[4:0] read_address2, output [n-1:0] R1, output [n-1:0] R2, input reset, input clk);
    reg[n-1:0] registers[31:0];
    integer i;
    always@(posedge(clk), posedge(reset)) begin
        registers[0] = 0;
        if(reset)begin
            for(i = 1; i < n; i = i + 1) begin
                  registers[i] = 0;
            end 
        end
        else if(write && (write_address != 0)) begin
            registers[write_address] = write_data;
        end    
    end
    assign R1 = registers[read_address1];
    assign R2 = registers[read_address2];
endmodule
==> design/flow/run.sh <==
#!/bin/bash
# OpenROAD 26Q1-2900-gdf79404cd8, Yosys 0.63+post, stock flow scripts
make -C /OpenROAD-flow-scripts/flow DESIGN_CONFIG=/design/flow/config.mk WORK_HOME=/design/flow/orfs finish
==> design/flow/config.mk <==
export PLATFORM = sky130hd
export DESIGN_NAME = registerfile
export DESIGN_NICKNAME = registerfile
export VERILOG_FILES = /design/flow/design.v
export SDC_FILE = /design/flow/constraint.sdc
export NUM_CORES = 4
export LEC_CHECK = 1
export CORE_UTILIZATION = 40
==> design/flow/constraint.sdc <==
current_design registerfile

set clk_period 10.9
set clk_io_pct 0.2

create_clock -name clk0 -period $clk_period [get_ports {clk}]

set non_clock_inputs [all_inputs -no_clocks]
set_input_delay [expr $clk_period * $clk_io_pct] -clock clk0 $non_clock_inputs
set_output_delay [expr $clk_period * $clk_io_pct] -clock clk0 [all_outputs]
==> Slide: Implementation Results <==
Flow Results at a Glance

CTS
  – Clock slew at reported path FFs: approximately 70 ps
  – Resized Gates After CTS: 0
  – Clock tree from TritonCTS: yes
  – Worst-skew pair later-pin latency: 730 ps
  – Clock buffer count from CTS: between 100 and 150
  – Maximum level of the CTS H-tree: 3
  – Clk sink count: 1024
  – Clk root buf: sky130_fd_sc_hd__clkbuf_16
  – Number of hold-repair buffers added at the cts stage: 0
  – Maximum number of buffers from clock root to sink: 3
  – Postcts setup bufs: 0

Setup path
  – Crit path arrival time: 6490 ps
  – Worst path cell trace: buf_2 -> buf_4 -> nand2_2 -> nor2_4 -> buf_4 -> a22oi_1 -> nand4_1 -> o32a_1 -> clkdlybuf4s50_1
  – Endpoint kind of the worst setup timing path: primary output
  – Count of buffer and inverter cells on the critical path: 4
  – Crit path DRT: roughly 8700 ps
  – Type of the worst setup path: input pin to primary output
  – Max stage delay cell, worst path: sky130_fd_sc_hd__nor2_4
  – Slowest cell delay on critical path: 890 ps
  – Crit path max fanout: 36
  – Most repeated library cell on the critical path: sky130_fd_sc_hd__buf_4
  – Category of cells accounting for the largest share of critical-path delay: buffers and inverters
  – Element type at the critical path start: input pin

Finish
  – Flip-flop count of the largest register, all copies and words added: roughly 1000
  – Tally of filler cells in the layout: 11240
  – Non-filler cells in the finished layout: 6194
  – Fraction of final layout cells with drive strength greater than 1: 0.346
  – Syn-to-layout area delta: 15.2%

Final timing
  – Setup TNS after final layout: 0 ps
  – Hold violation count in the final report: 0
  – Max-Slew Margin vs Limit: 0.248
  – Final count of negative-setup-slack endpoints: 0
  – Final critical path time including I/O delays and setup: around 8700 ps
  – Final period util: 0.796
  – Worst Max-Slew Pin Slew: 1120 ps
  – Final Max Tran Viols: 0
  – Layout Skew: 0 ps
  – RSZ-0062 raised after global routing: false
  – Top achievable clock speed: around 0.12 GHz

Synth
  – Post-Syn Instances: ~4300
  – Top_reg_cell synth: sky130_fd_sc_hd__dfrtp_1
  – Number of synthesized register bits: approximately 1000
  – Share of async-settable or async-resettable flops after synthesis: 1.00
  – Number of distinct library cells after synthesis: 74
  – Area of the mapped netlist: 51300 um^2
  – Most instantiated cells after synthesis: sky130_fd_sc_hd__dfrtp_1, sky130_fd_sc_hd__mux2_2, sky130_fd_sc_hd__a22oi_1
  – Cell types occupying the most area after synthesis: sky130_fd_sc_hd__dfrtp_1, sky130_fd_sc_hd__mux2_2, sky130_fd_sc_hd__a22oi_1
  – Share of the yosys chip area belonging to registers: 0.499
  – Yosys top cell by area: sky130_fd_sc_hd__dfrtp_1
  – Post-Syn Area per Cell: around 12 um^2
  – Most frequently used cell type in the post-synthesis netlist: sky130_fd_sc_hd__dfrtp_1
  – Post-synthesis cell count from yosys: 4345
  – Flip-flops with a built-in enable: 0
  – Yosys chip area: between 50000 and 60000 um^2
  – Area fraction of the dominant cell type after synthesis: 0.499
  – Warnings from Yosys: 2

GRT
  – First-pass GRT wire length: 375000 um
  – Pin count of the biggest net entering global routing: 120
  – Gr ovfl total: 0
  – Antenna violations before repair: 20
  – All-layer global routing usage: 0.437
  – Via count of the first global-routing pass: around 44000

Status
  – Run status: finished, final reports clean

Run
  – Warning total across the stage logs: 31
  – Max-capacitance violation count: 0

Placed design
  – Quantity of I/O buffers inserted on ports: around 110
  – DP Wirelength: approximately 170000 um
  – Placed cell count: approximately 6000
  – Final weighted congestion of routability-driven global placement: ~1.1

Detailed routing
  – Number of iterations in the first detailed-routing pass: 9
  – DRC viols: 0
  – Initial drt markers: 6100
  – Total number of vias: ~45000
  – Final routed wirelength across all metal layers: 274000 um
  – Number of vias per cell: roughly 7.3
  – Final ANT Viol Nets: 0
  – Average wire length per cell after detail routing: between 40 and 50 um

Floorplan
  – Placement row count: ~130
  – Core area: between 100000 and 150000 um^2
  – Number of top-level design ports: about 110
  – Pre-placement core utilization: 0.403
  – Chip Area: 130000 um^2
  – Die H: 360 um
  – Die Wd: roughly 360 um

Min path
  – Worst hold path class: register to register

Power
  – PD cells: ~180 nW/um^2
  – Leakage dissipation: ~0.026 uW
  – Largest voltage drop on the vdd net: about 0.16 mV
[kinds of logic after synthesis]
group | synth area share
simple gates | 0.0729
flops | 0.499
other cells | 0.0000731
mux | 0.236
buf+inv | 0.0352
compound gates | 0.156
[where the power goes]
| part | leakage [uW] | internal, uW | switching, uW |
|---|---|---|---|
| registers | 0.0131 | 4520 | 731 |
| clock network | 0.00189 | 2330 | 1660 |
| logic | 0.0106 | 835 | 786 |
| total | 0.0256 | 7690 | 3170 |
[stage by stage]
step            util  cell area (um^2)  total power, uW  setup WS [ps]  hold slack [ps]
3_5_place_dp   0.434             55300             6840           2580              511
3_3_place_gp   0.434             55300             6820           2640              503
5_1_grt        0.464             59100            11200           2360              541
4_1_cts        0.464             59100            10800           2540              529
6_report       0.464             59100            10900           2230              532
2_1_floorplan      -             51500             6030          -5390              488
[worst paths after layout]
path	startpoint	endpoint	slack, ps	depth (start not counted)
min in group asynchronous	reset	registers[11][22]$_DFFE_PP0P_	1910	2
worst max-delay path	read_address1[4]	R1[17]	2230	9
max in group asynchronous	reset	registers[0][5]$_DFF_PP0_	6450	5
worst max register to register	registers[23][16]$_DFFE_PP0P_	registers[23][16]$_DFFE_PP0P_	9980	1
worst min register to register	registers[1][27]$_DFFE_PP0P_	registers[1][27]$_DFFE_PP0P_	530	1
worst min-delay path	registers[1][27]$_DFFE_PP0P_	registers[1][27]$_DFFE_PP0P_	530	1
[final cells by class]
class,count,area (um^2),share of cell area
antenna,13,32.5,0.000550
clock buffer,165,3390,0.0573
clock inverter,38,423,0.00715
inverter,5,22.5,0.000381
multi-input combinational,2931,24600,0.416
sequential,1024,25600,0.433
tap,1662,2080,0.0352
timing repair buffer,356,2960,0.0500
[metal layers]
layer  routed length [um]  global-route usage  vias to the layer above
li1                     -                   -                    16867
met5                 1040              0.0459                        -
met3                50400               0.309                     1518
met4                22900               0.253                       51
met2               105000               0.558                     4258
met1                94800               0.538                    22581
[layout by cell type, fill, tap and decap left out, types with 27 or more instances in the layout]
master	instances
sky130_fd_sc_hd__a222oi_1	27
sky130_fd_sc_hd__a22oi_1	710
sky130_fd_sc_hd__nand4_1	90
sky130_fd_sc_hd__nor4_1	27
sky130_fd_sc_hd__mux2_2	1021
sky130_fd_sc_hd__clkbuf_16	118
sky130_fd_sc_hd__buf_4	240
sky130_fd_sc_hd__mux2i_1	57
sky130_fd_sc_hd__a22o_1	56
sky130_fd_sc_hd__conb_1	32
sky130_fd_sc_hd__clkdlybuf4s50_1	103
sky130_fd_sc_hd__nand3_1	51
sky130_fd_sc_hd__a221oi_1	36
sky130_fd_sc_hd__nand2_1	193
sky130_fd_sc_hd__dfrtp_1	1024
sky130_fd_sc_hd__nor2_4	70
sky130_fd_sc_hd__a21oi_1	70
sky130_fd_sc_hd__o21ai_0	28
sky130_fd_sc_hd__nor2_1	117
sky130_fd_sc_hd__nor3_1	51
Power and IR drop assume default switching activity.
